**design/flow/design.v**
```verilog
module multiplier(a,b,load,rst,clk,q,valid);
  input [7:0]a,b;
  input load,rst,clk;
  output reg [16:0]q;
  output reg valid;
  reg [7:0]tempa=8'b00,tempb=8'b00;
  wire [7:0]temp_and;
  reg [15:0]temp=8'b00;
  integer i;
  assign temp_and=tempb[0]?tempa:8'b00;
  always@(posedge clk,posedge rst)
  if (rst)
    begin
    tempa=0;
    tempb=0;
    q=0;
    valid=0;
    i=0;
    end
  else
    if(load)
    begin
      tempa=a;
      tempb=b;
      temp=16'b00;
      i=0;
      q=0;
    end
  else
    begin
      temp=temp_and;
      tempb=tempb>>1;
        if(i<=7)
          begin
            temp=temp<<i;
            q=q+temp;
            i=i+1;
          end
        else
          begin
            i=0;
            temp=0;
          end
       if(tempb)
         valid=0;
       else
        valid=1'b1;
  end
endmodule
```
**design/flow/constraint.sdc**
```tcl
current_design multiplier

set clk_period 5.9
set clk_io_pct 0.2

create_clock -name clk0 -period $clk_period [get_ports {clk}]

set non_clock_inputs [all_inputs -no_clocks]
set_input_delay [expr $clk_period * $clk_io_pct] -clock clk0 $non_clock_inputs
set_output_delay [expr $clk_period * $clk_io_pct] -clock clk0 [all_outputs]
```
**design/flow/config.mk**
```make
export PLATFORM = sky130hd
export DESIGN_NAME = multiplier
export DESIGN_NICKNAME = multiplier
export VERILOG_FILES = /design/flow/design.v
export SDC_FILE = /design/flow/constraint.sdc
export NUM_CORES = 4
export LEC_CHECK = 1
export CORE_UTILIZATION = 40
```
**design/flow/run.sh**
```bash
#!/bin/bash
# OpenROAD 26Q1-2900-gdf79404cd8, Yosys 0.63+post, stock flow scripts
make -C /OpenROAD-flow-scripts/flow DESIGN_CONFIG=/design/flow/config.mk WORK_HOME=/design/flow/orfs finish
```
==> summary.txt <==
fresh numbers from the pnr run: Log Warnings 25, layout cells sized above 1 0.0971, Iter 0 DRT Violations 118, width of the die approximately 100 um, Hold Path Class reg2reg, area grow syn2layout 17.4%, Fin. Hold Viols 0, cts-stage hold buffer count 0, CTS root buf clkbuf_8, Placed Area about 4500 um2, post-route core utilization 0.482, maxcap violations 0, fin area ~4700 um2, worst hold slack ~0.51 ns, # resized after CTS 0, Num CTS Buffers 9, worst setup margin 1.75 ns, worst r2r src i[18]$_DFF_PP0_, Placed Cells around 570, Final Wtd Congestion between 0.8 and 0.9, global-route wire length before repair approximately 14000 um, Arr. time, crit path ~4.4 ns, combinational gate area ~2300 um2, vias in the first global route 2874, antenna violations before repair 0, status completed, hpwl dp between 5000 and 6000 um, number of fillers in the final layout roughly 920, Clock Skews approximately 0.014 ns, router iterations before antenna repair 4, fin cells about 600, crit end category flop, gr usage total 0.169, drt drc 0, average size of a mapped cell 9.72 um2, via count slightly above 3000, Reg area between 1500 and 2000 um2, Max FO, Critical Path 13, Async SR Flop Fraction 1.00, Worst-Margin Slew about 0.57 ns, Final Cycle Share 0.703, total grt overflow 0, Worst Setup Start Kind flop, Ant. Diodes 0, dpl ws ~1.8 ns, Initial Util 0.411, Mapped Area about 4000 um2, final wirelength approximately 8000 um, setup bufs post-CTS 0, ys flops around 66, Commonest flop dfrtp_1, site row count 36, clock buffer depth 2, CTS tree done, # IOs 37, worst skew pair latency approximately 0.35 ns, die height 102 um, Worst Setup SP i[18]$_DFF_PP0_, Final setup viols 0, Crit Path Class reg2reg, RSZ-0062 raised after global routing no, vias per inst 5.26, clk slew on worst S/H paths 0.08 ns, number of enable flip-flop cells 0, hold path startpoint tempb[5]$_DFF_PP0_, Synth cell types about 53, fin. max-slew vios 0, # port buffers 36, DR WL/cell about 14 um, Critical Path RT between 6 and 7 ns, CTS sink count between 60 and 70, Mapped Cells about 410, Yosys Chip Area ~4000 um2, Detail Route Antenna Nets 0, total power approximately 1.2 mW, die area roughly 10000 um2, register share after synthesis 0.411, yosys cell count 413, fin crit period 4.15 ns, # H-tree levels 3, total core area a little under 10000 um2, fmax ~240 MHz, Slew headroom 0.618, Leak between 2 and 2.5 nW, Max VDD drop 106 uV, Pwr per Cell Area between 200 and 300 nW/um2, pin count of the biggest net entering global routing 42, synth warn 1, final setup TNS 0 ns
[registers in the layout, summed over array words and instances (netlist names)]
register	flops
q	17
i	32
tempb	8
tempa	8
valid	1
[report_power, final]
| part | total (mW) | internal [mW] | switching, mW |
|---|---|---|---|
| Sequential | 0.515 | 0.483 | 0.0317 |
| Clock | 0.422 | 0.240 | 0.182 |
| Combinational | 0.261 | 0.133 | 0.127 |
[layer usage]
metal	track usage	vias to the layer above	routed length (um)	share of wire
li1	-	1561	-	-
met3	0.0257	7	235	0.029
met4	0.0165	0	76	0.0095
met5	0	-	0	0
met1	0.283	1468	4210	0.53
met2	0.248	47	3460	0.43
[synth_stat cells, types with 8 or more instances]
cell	n	share of area
nor3_1	9	0.011
nand4_1	8	0.012
dfrtp_1	66	0.41
nand2_1	25	0.023
xor2_1	23	0.050
nor2_1	64	0.060
mux2i_1	22	0.055
a21oi_1	16	0.020
nand3_1	10	0.012
nor4_1	9	0.014
ha_1	17	0.053
mux2_2	16	0.045
a211oi_1	8	0.015
xnor2_1	18	0.039
o21ai_0	11	0.014
[critical path: stages, from the launching register on]
cell	delay, ns
dfrtp_1	0.42
nor4_1	0.31
nand4_1	0.24
nand4b_1	0.56
or3_1	0.54
nor3_1	0.36
ha_1	0.32
a211oi_1	0.28
o211ai_1	0.18
a41oi_1	0.34
a31oi_1	0.14
xnor2_1	0.14
a211oi_1	0.22
[path summary, 6_finish.rpt]
check / to / cells past startpoint / slack, ns
max reg2reg: q[13]$_DFFE_PP0P_ / 12 / 1.75
min reg2reg: tempb[4]$_DFF_PP0_ / 1 / 0.51
min: tempb[4]$_DFF_PP0_ / 1 / 0.51
max in group asynchronous: i[0]$_DFF_PP0_ / 3 / 3.75
max: q[13]$_DFFE_PP0P_ / 12 / 1.75
min in group asynchronous: i[26]$_DFF_PP0_ / 2 / 1.20
[layout make-up]
cell class,instances,share of cell area
sequential,66,0.350
clock buffer,10,0.0271
timing repair buffer,40,0.0828
inverter,4,0.00318
multi-input combinational,327,0.482
tap,133,0.0353
clock inverter,6,0.0194
[placed cells by master (no fill, tap or decap), drive strengths merged, types with 4 or more instances in the layout]
cell type,synthesis,routed
inv,4,4
nor2,64,64
nor4,11,11
mux2i,22,22
nor2b,5,5
clkbuf,8,10
dfrtp,66,66
ha,17,17
nand2b,6,6
clkinv,0,4
a211oi,8,8
xor2,23,23
o21ai,11,11
nand2,25,25
o211ai,5,5
and4,6,6
a21o,6,6
clkdlybuf4s50,0,36
a21oi,16,16
nand3,11,11
and2,4,4
xnor2,18,18
a22oi,7,7
buf,8,4
and3,6,6
mux2,17,17
nand4,8,8
nor3,9,9
[cell families (layout without fill, tap and decap cells)]
| logic type | count (synthesis) | in the layout | share of synthesized area |
|---|---|---|---|
| buffers and inverters | 20 | 60 | 0.0231 |
| and+or+nand+nor | 163 | 163 | 0.205 |
| adders and majority gates | 18 | 18 | 0.0579 |
| xor gates and xnor gates | 41 | 41 | 0.0894 |
| AOI/OAI and AO/OA | 66 | 66 | 0.111 |
| muxes | 39 | 39 | 0.102 |
| DFF | 66 | 66 | 0.411 |
Power figures rest on the tool's default switching activity, not on a simulated workload.
