[design/flow/config.mk]
export PLATFORM = sky130hd
export DESIGN_NAME = fifo
export DESIGN_NICKNAME = fifo
export VERILOG_FILES = /design/flow/design.v
export SDC_FILE = /design/flow/constraint.sdc
export NUM_CORES = 4
export LEC_CHECK = 1
export CORE_UTILIZATION = 30
[design/flow/design.v]
module fifo(din,clk,rst,we,re,full,emp,dout);
  input [7:0] din;
  input clk,rst,we,re;
  output reg full,emp;
  output reg [7:0]dout;
  reg [7:0]waddr,raddr;
  reg [7:0]mem[127:0];
  integer count,count1,count2;
  always@(posedge clk,posedge rst)
  begin
    if (rst)
      begin
        count=-1;
        count1=-1;
        count2=-1;
      end
    else if (we==1 && full==0)
      begin
        count=count+1;
        count1=count1+1;
        waddr=count1;
        mem[waddr]=din;
      end
    else if (re==1 && emp==0)
      begin
        count2=count2+1;
        raddr=count2;
        dout=mem[raddr];
         count=count-1;
      end
	else if (re==1 && emp==0)
      begin
        count2=count2+1;
        raddr=count2;
        dout=mem[raddr];
         count=count-1;
	  end
    end
  always@(posedge clk,posedge rst)
  begin
    if (rst)
      begin
        full=0;
        emp=1;
      end
    else if (count==-1)
      emp=1;
    else if (count==127)
      full=1;
    else
      begin
        full=0;
        emp=0;
      end
  end
endmodule
[design/flow/run.sh]
#!/bin/bash
# OpenROAD 26Q1-2900-gdf79404cd8, Yosys 0.63+post, stock flow scripts
make -C /OpenROAD-flow-scripts/flow DESIGN_CONFIG=/design/flow/config.mk WORK_HOME=/design/flow/orfs finish
[design/flow/constraint.sdc]
current_design fifo

set clk_period 6.4
set clk_io_pct 0.2

create_clock -name clk0 -period $clk_period [get_ports {clk}]

set non_clock_inputs [all_inputs -no_clocks]
set_input_delay [expr $clk_period * $clk_io_pct] -clock clk0 $non_clock_inputs
set_output_delay [expr $clk_period * $clk_io_pct] -clock clk0 [all_outputs]
==> flow_metrics.env <==
# physical design summary
export IMPL_status="complete, no violations"
export IMPL_vias=34100
export IMPL_ys_cells=3416
export IMPL_drt_first_iter_violations=3353
export IMPL_clkLatencyLatePin_ns=0.73
export IMPL_area_delta_synth_final_pct=16.4
export IMPL_ioPinCount=22
export IMPL_gp_congestion=1.08
export IMPL_postCtsSetupBuffers=0
export IMPL_ys_types=96
export IMPL_antenna_found_initial=14
export IMPL_crit_top_cell="buf_4"
export IMPL_die_area_um2=158000
export IMPL_root_buffer="clkbuf_16"
export IMPL_cts_sinks=1080
export IMPL_slowest_stage="dfstp_2"
export IMPL_crit_chain="and3_1 > o31ai_4 > buf_4 > and2_2 > buf_4 > a221oi_1 > o22ai_1 > or4_1 > nor4_1 > o2111ai_1"
export IMPL_grt_use_total=0.256
export IMPL_cts_max_path_buffers=3
export IMPL_instances_no_fill=5717
export IMPL_tightestPinTransition_ns=1.19
export IMPL_finalCritPeriodShare=0.916
export IMPL_ys_seq_share=0.688
export IMPL_warnings=34
export IMPL_fmax_mhz=171
export IMPL_wire_per_inst_um=33.6
export IMPL_ys_ff=1080
export IMPL_setup_violations=0
export IMPL_endpoint_kind="flop"
export IMPL_drc=0
export IMPL_postRouteAntennaNets=0
export IMPL_start_kind="flop"
export IMPL_final_cell_mix="edfxtp_1 (1032), buf_4 (275), a21oi_1 (196)"
export IMPL_max_slew_margin=0.203
export IMPL_hpwl_um=132000
export IMPL_nFillCells=14700
export IMPL_ctsResizeCount=0
export IMPL_powerDensity_nw_per_um2=562
export IMPL_fin_worst_skew_ns=0.0467
export IMPL_synth_async_reset_ratio=0.0444
export IMPL_grt_ovfl_total=0
export IMPL_viasPerCell=5.97
export IMPL_hold_viol=0
export IMPL_port_buffers=21
export IMPL_flop_cell="edfxtp_1"
export IMPL_cp_num_buf_inv=2
export IMPL_row_count=144
export IMPL_hold_class="flop to flop"
export IMPL_drtPass1Iterations=7
export IMPL_syn_area_per_cell_um2=13.7
export IMPL_required_ns=6.79
export IMPL_maxSlewViolCount=0
export IMPL_wl_um=192000
export IMPL_synth_cells=3416
export IMPL_period_needed_ns=5.86
export IMPL_critical_path_top_delay_family="simple AND/OR/NAND/NOR gates"
export IMPL_setup_tns_ns=0
export IMPL_leakagePower_uw=0.0177
export IMPL_clk_pin_slew_worst_paths_ns=0.06
export IMPL_ir_drop_mv=0.285
export IMPL_p_total_uw=30700
export IMPL_initial_utilization=0.303
export IMPL_core_um2=155000
export IMPL_crit_arrival_ns=6.26
export IMPL_cap_violations=0
export IMPL_slowest_delay_ns=1.05
export IMPL_cts_buffers=111
export IMPL_cts_htree_levels=3
export IMPL_critical_path_class="flop to flop"
export IMPL_ctsHoldBuffers=0
export IMPL_drive_gt1_frac=0.164
export IMPL_grt_pass1_wl_um=266000
export IMPL_dpl_cell_count=5509
export IMPL_grt_pass1_vias=34400
export IMPL_die_w_um=397
export IMPL_die_h_um=397
export IMPL_grt_max_degree=66
export IMPL_yosysWarnings=2
export IMPL_cts_tree="built"
export IMPL_yosys_area_um2=46900
export IMPL_critPathMaxFanout=38
export IMPL_rsz0062_at_grt="false"
export IMPL_lay_top_count="edfxtp_1"
export IMPL_synth_area_um2=46900
export IMPL_enable_flop_cells=1032
==> power breakdown <==
group / internal [uW] / total, uW / switching [uW]
sequential: 10400 / 11200 / 824
combinational: 3400 / 13100 / 9730
clock: 3590 / 6360 / 2770
==> final cells by class <==
cell class                 instances  area (um2)  share of cell area
antenna                            3        7.51            0.000138
clock buffer                     135        2930              0.0537
clock inverter                    70         629              0.0115
inverter                          31         116             0.00213
multi-input combinational       2064       13900               0.254
sequential                      1080       32200               0.591
tap                             2044        2560              0.0468
timing repair buffer             290        2230              0.0409
==> registers in the layout, summed over array words and instances, names as in the netlist <==
register  flops
dout          8
full          1
count1        7
emp           1
mem        1024
count2        7
count        32
==> worst reg2reg max path: cells and delay by family (launching register included) <==
family | cells | cell delay, ns
AND/OR/NAND/NOR | 4 | 2.47
buffers and inverters | 2 | 0.71
AND-OR/OR-AND | 4 | 1.29
flip-flops | 1 | 1.05
==> synth_stat cells, drive strengths merged, types with 14 or more instances <==
cell type  instances  share of area
xnor2             30         0.0056
o22ai             51         0.0068
o211ai            27         0.0043
and2              28         0.0037
nand2b            14         0.0019
a32o              19         0.0041
and4              21         0.0039
dfstp             47          0.026
nor4              58         0.0079
and3              42         0.0056
nand4             56         0.0075
a221oi            37         0.0069
ha                40          0.011
buf               79         0.0078
a31oi             53         0.0071
inv               29         0.0023
a22o              78          0.015
a211oi            23         0.0037
nor3              55         0.0060
a21o              27         0.0043
a22oi            177          0.029
a21oi            201          0.022
xor2              16         0.0031
or2               19         0.0025
nand2            182          0.015
clkbuf           162          0.013
a32oi             33         0.0062
nand3            166          0.018
o21ai             91         0.0097
nor2             187          0.015
a2111oi           21         0.0050
or4               22         0.0035
edfxtp          1032           0.66
a222oi            73          0.016
==> per-stage QoR <==
step	hold WS [ns]	instance area [um2]	utilization	setup WS, ns
finish	0.490	54600	0.353	0.537
global route	0.515	54600	0.353	0.411
CTS	0.490	54600	0.353	0.814
detailed placement	0.484	51000	0.330	0.837
global placement	0.476	51000	0.330	0.834
floorplan	0.451	46900	-	1.28
==> path summary, 6_finish.rpt <==
kind                       slack [ns]                  start              endpoint  cells past startpoint
setup / recovery                 0.54  count2[3]$_DFFE_PP1P_     dout[7]$_DFFE_PP_                     10
hold / removal                   0.49   count[1]$_DFFE_PP1P_  count[1]$_DFFE_PP1P_                      2
setup reg to reg                 0.54  count2[3]$_DFFE_PP1P_     dout[7]$_DFFE_PP_                     10
hold reg to reg                  0.49   count[1]$_DFFE_PP1P_  count[1]$_DFFE_PP1P_                      2
max in group asynchronous        4.71                    rst      full$_DFFE_PP0N_                      3
min in group asynchronous        1.27                    rst      full$_DFFE_PP0N_                      3
==> layer usage <==
metal	track usage	up-vias	routed length, um
met3	0.202	516	35100
li1	-	14300	-
met1	0.289	16700	63200
met4	0.124	41	12200
met5	0.0387	-	1020
met2	0.349	2516	80400
==> cell families (layout without fill, tap and decap cells) <==
| family | count (synthesis) | after routing | synth area share |
|---|---|---|---|
| xor+xnor | 46 | 46 | 0.00875 |
| buf+inv | 272 | 526 | 0.0233 |
| mux | 15 | 15 | 0.00331 |
| other cells | 0 | 3 | 0 |
| simple gates | 920 | 920 | 0.103 |
| fa+ha+maj | 41 | 41 | 0.0111 |
| compound gates | 1042 | 1042 | 0.163 |
| flops | 1080 | 1080 | 0.688 |
No activity file was given, so power comes from the tool's default toggle rates.
