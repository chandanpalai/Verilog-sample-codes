[design.v]
module dff(d,clk,en,q);
  input d,clk,en;
  output reg q;
  always@(posedge clk)
  begin
    if (en)
      q<=d;
  end
endmodule
module decoder(sel,en,op);
  parameter m=4;
  input [m-1:0]sel;
  input en;
  output [2**m-1:0]op;
  wire [2**m-1:0]temp;
  assign temp=16'b01 & en;
  assign op=temp << sel;
endmodule
module main_mem(d,clk,we_re,add,q);
  parameter m=4;
  input [2**m-1:0]d;
  input [m-1:0]add;
  input clk,we_re;
  output [2**m-1:0]q;
  wire [2**m-1:0]temp,tempout;
  wire [2**m*2**m-1:0]tempm;
  decoder u0(.sel(add),.en(we_re),.op(temp));
  mem u1(.d(d),.clk(clk),.en(temp),.q(tempm));
  mux u2(.ip(tempm),.sel(add),.op(tempout));
  pipo u3(.d(tempout),.clk(clk),.en(1'b1),.q(q));
endmodule
module mem(d,clk,en,q);
  parameter m=4;
  input [2**m-1:0]d,en;
  input clk;
  output [2**m*2**m-1:0]q;
    wire [2**m-1:0]array[2**m-1:0];
	wire [255:0]temp;  
  genvar i;
  generate for(i=2**m-1;i>=0;i=i-1)
    begin:loop1
      pipo u(.d(d),.clk(clk),.en(en[i]),.q(array[i]));
    end
 endgenerate
 assign temp = {array[15],array[14],array[13],array[12],array[11],array[10],array[9],array[8],array[7],array[6],array[5],array[4],array[3],array[2],array[1],array[0]};
 assign q=temp;
 endmodule
module mux(ip,sel,op);
  parameter m=4;
  input [2**m*2**m-1:0]ip;
  input [m-1:0]sel;
  output [2**m-1:0]op;
  wire     [2**m-1:0]array[2**m-1:0];
  assign {array[15],array[14],array[13],array[12],array[11],array[10],array[9],array[8],array[7],array[6],array[5],array[4],array[3],array[2],array[1],array[0]} = ip;
  assign op=array[sel];
endmodule
module pipo(d,clk,en,q);
  parameter m=4; 
  input [2**m-1:0]d;
  input clk,en;
  output [2**m-1:0]q;
  genvar i;
  generate for(i=2**m-1;i>=0;i=i-1)
    begin:loop1
      dff u(.d(d[i]),.clk(clk),.en(en),.q(q[i]));
    end
 endgenerate
 endmodule
[run.sh]
#!/bin/bash
# OpenROAD 26Q1-2900-gdf79404cd8, Yosys 0.63+post, stock flow scripts
make -C /OpenROAD-flow-scripts/flow DESIGN_CONFIG=/design/flow/config.mk WORK_HOME=/design/flow/orfs finish
[config.mk]
export PLATFORM = sky130hd
export DESIGN_NAME = main_mem
export DESIGN_NICKNAME = main_mem
export VERILOG_FILES = /design/flow/design.v
export SDC_FILE = /design/flow/constraint.sdc
export NUM_CORES = 4
export LEC_CHECK = 1
export CORE_UTILIZATION = 40
[constraint.sdc]
current_design main_mem

set clk_period 4.8
set clk_io_pct 0.2

create_clock -name clk0 -period $clk_period [get_ports {clk}]

set non_clock_inputs [all_inputs -no_clocks]
set_input_delay [expr $clk_period * $clk_io_pct] -clock clk0 $non_clock_inputs
set_output_delay [expr $clk_period * $clk_io_pct] -clock clk0 [all_outputs]
==> run_summary.xml <==
<?xml version="1.0" encoding="UTF-8"?>
<metrics>
  <group name="critical_path">
    <metric name="worstSetupEndpoint" unit="">u3.loop1[14].u.q</metric>
    <metric name="cp_num_cells" unit="">6</metric>
    <metric name="crit_type" unit="">primary input to flop</metric>
    <metric name="cp_num_buf_inv" unit="">1</metric>
    <metric name="worst_setup_path_startpoint" unit="">add[0]</metric>
    <metric name="worstPathMaxFanout" unit="">15</metric>
    <metric name="cp.required" unit="ns">5.20</metric>
    <metric name="critPathCaptureType" unit="">flop</metric>
    <metric name="cp_data_arrival_time" unit="ns">3.59</metric>
    <metric name="reg2regPathDepth" unit="">4</metric>
    <metric name="cpPeakStageDelay" unit="ns">0.84</metric>
    <metric name="largest_delay_share_family_worst_path" unit="">AND-OR/OR-AND gates</metric>
    <metric name="r2r-end" unit="">u3.loop1[13].u.q</metric>
    <metric name="regToRegSetupSlack" unit="ns">3.03</metric>
    <metric name="r2r-start" unit="">u1.loop1[12].u.loop1[13].u.q</metric>
    <metric name="crit_path_top_delay_cell" unit="">clkdlybuf4s50_1</metric>
    <metric name="crit_path_cell_trace" unit="">clkdlybuf4s50_1 &gt; nor2b_4 &gt; and2_1 &gt; a222oi_1 &gt; o211ai_1 &gt; o32a_1</metric>
    <metric name="timing.critical_path.from_type" unit="">primary input</metric>
  </group>
  <group name="clock_tree">
    <metric name="cts-root-buf" unit="">clkbuf_16</metric>
    <metric name="cts-buffers-inserted" unit="">27</metric>
    <metric name="cts_hold_buffers" unit="">0</metric>
    <metric name="post_cts_buffers" unit="">0</metric>
    <metric name="clk_transition_reported_paths" unit="ns">0.06</metric>
    <metric name="cts_tree" unit="">built</metric>
    <metric name="post_cts.resized_instances" unit="">0</metric>
    <metric name="htreeDepth" unit="">1</metric>
    <metric name="clkSinkCount" unit="">272</metric>
    <metric name="clock_path_buffers" unit="">3</metric>
    <metric name="clock.latency.late_pin" unit="ns">0.52</metric>
  </group>
  <group name="sta">
    <metric name="fin_setup_tns" unit="ns">0</metric>
    <metric name="final-max-slew-violation-count" unit="">0</metric>
    <metric name="final_period_utilization" unit="">0.665</metric>
    <metric name="finalWorstSetupSlack" unit="ns">1.61</metric>
    <metric name="setup_viol_count_final" unit="">0</metric>
    <metric name="timing.clock.skew" unit="ns">0.00890</metric>
    <metric name="fmax" unit="MHz">313</metric>
    <metric name="hold_violations" unit="">0</metric>
    <metric name="tightestPinTransition" unit="ns">0.845</metric>
    <metric name="rsz0062_at_grt" unit="">false</metric>
    <metric name="final.min_clock_period" unit="ns">3.19</metric>
    <metric name="maxSlewHeadroom" unit="">0.435</metric>
  </group>
  <group name="routing">
    <metric name="drtPass1Iterations" unit="">5</metric>
    <metric name="drtAntennaViolNets" unit="">0</metric>
    <metric name="n_antenna_cell" unit="">0</metric>
    <metric name="wl_per_cell" unit="microns">24.0</metric>
    <metric name="wl_met1" unit="microns">9290</metric>
    <metric name="routed.top_layer" unit="">met4</metric>
    <metric name="wl_met2" unit="microns">11100</metric>
    <metric name="first_iter_violations" unit="">566</metric>
    <metric name="metal3_wl" unit="microns">3580</metric>
    <metric name="route.vias.total" unit="">5986</metric>
    <metric name="route.final.wire_length" unit="microns">24600</metric>
    <metric name="drc" unit="">0</metric>
    <metric name="via_cell_ratio" unit="">5.83</metric>
  </group>
  <group name="synthesis">
    <metric name="synth_async_sr_flop_share" unit="">0</metric>
    <metric name="netlist_area_before_placement" unit="sq um">10400</metric>
    <metric name="synthesis.area_per_instance" unit="sq um">16.5</metric>
    <metric name="yosysUniqueCellTypes" unit="">49</metric>
    <metric name="ys_ff" unit="">272</metric>
    <metric name="yosysCellCount" unit="">632</metric>
    <metric name="dominantRegCellSynth" unit="">edfxtp_1</metric>
    <metric name="synth.area.top_cells" unit="">edfxtp_1, a22oi_1, dfxtp_1, a22o_1, buf_4</metric>
    <metric name="synth_area_leader_cell" unit="">edfxtp_1</metric>
    <metric name="synthesis.yosys.warnings" unit="">3</metric>
    <metric name="synth-edff-count" unit="">256</metric>
    <metric name="syn_inst" unit="">632</metric>
    <metric name="yosysChipArea" unit="sq um">10400</metric>
    <metric name="yosys.stat.seqShare" unit="">0.766</metric>
    <metric name="synth_top_area_share" unit="">0.736</metric>
  </group>
  <group name="cells_and_area">
    <metric name="nFillCells" unit="">2101</metric>
    <metric name="areaGrowthSynthToFinish" unit="%">14.4</metric>
    <metric name="drive_above_1_share" unit="">0.125</metric>
  </group>
  <group name="die">
    <metric name="chip_area" unit="sq um">26800</metric>
    <metric name="die_extent_in_y" unit="microns">164</metric>
    <metric name="design.portCount" unit="">38</metric>
    <metric name="chipWidth" unit="microns">164</metric>
    <metric name="initial_core_util" unit="">0.411</metric>
    <metric name="coreArea" unit="sq um">25400</metric>
    <metric name="number_of_placement_rows" unit="">58</metric>
  </group>
  <group name="global_route">
    <metric name="grt_start_max_net_pins" unit="">44</metric>
    <metric name="grt_first_pass_wirelength" unit="microns">37200</metric>
    <metric name="first_global_vias" unit="">6296</metric>
    <metric name="gr-total-overflow" unit="">0</metric>
    <metric name="track_usage" unit="">0.207</metric>
    <metric name="initial_antenna_violation_count" unit="">0</metric>
  </group>
  <group name="placement">
    <metric name="gpl.final_weighted_congestion" unit="">0.872</metric>
    <metric name="port-buffer-count" unit="">37</metric>
    <metric name="dp.final_hpwl" unit="microns">15700</metric>
    <metric name="dpl_worst_slack" unit="ns">1.21</metric>
  </group>
  <group name="run">
    <metric name="drv.max_cap_violation_count" unit="">0</metric>
    <metric name="stage_log_warnings" unit="">25</metric>
  </group>
  <group name="pwr">
    <metric name="p_leak" unit="nW">3.86</metric>
    <metric name="power_density" unit="nW/um^2">408</metric>
    <metric name="max-vdd-ir-drop" unit="V">0.000286</metric>
  </group>
  <group name="run_status">
    <metric name="status" unit="">complete, no violations</metric>
  </group>
  <group name="worst_hold_path">
    <metric name="hold_class" unit="">flop to flop</metric>
  </group>
</metrics>
==> how the worst min path moves through the flow <==
stage	startpoint	to	slack, ns	depth (start not counted)
finish	u1.loop1[0].u.loop1[11].u.q	u3.loop1[11].u.q	0.47	1
global route	u1.loop1[0].u.loop1[8].u.q	u3.loop1[8].u.q	0.49	1
CTS	u1.loop1[0].u.loop1[8].u.q	u3.loop1[8].u.q	0.48	1
==> Yosys cell counts, types with 6 or more instances <==
master	count
a21oi_1	11
nor2b_1	16
o22a_1	6
a221oi_1	12
inv_1	8
o32a_1	7
a31oi_1	6
buf_4	19
nand2_1	18
o22ai_1	19
a222oi_1	7
edfxtp_1	256
a32oi_1	10
a22oi_1	49
clkbuf_1	9
o21ai_0	17
nor2_1	28
dfxtp_1	16
buf_2	19
a22o_1	22
==> flip-flops by register name, indices dropped and copies added, names as in the netlist <==
name / flops
u3.loop1.u.q: 16
u1.loop1.u.loop1.u.q: 256
==> logic make-up after synthesis <==
| kind of cell | after synthesis | share of synthesized area |
|---|---|---|
| flops | 272 | 0.766 |
| simple gates | 95 | 0.0475 |
| mux | 11 | 0.0132 |
| compound gates | 191 | 0.137 |
| buf+inv | 63 | 0.0353 |
==> layout by cell type (no fill, tap or decap), types with 7 or more instances in the layout <==
master	netlist	final
edfxtp_1	256	256
clkdlybuf4s50_1	0	34
o22ai_1	19	19
nor2_1	28	28
clkinv_1	0	7
clkbuf_16	0	28
nand2_1	18	18
clkbuf_1	9	7
inv_1	8	8
a21oi_1	11	11
a222oi_1	7	7
o32a_1	7	7
a22oi_1	49	49
dfxtp_1	16	16
o21ai_0	17	17
buf_4	19	34
nor2b_1	16	16
a221oi_1	12	12
a32oi_1	10	10
a22o_1	22	22
==> cell type report <==
type / instances / area, sq um / area share
Clock inverter: 11 / 46.3 / 0.00387
Inverter: 9 / 33.8 / 0.00283
Clock buffer: 37 / 754 / 0.0631
Timing Repair Buffer: 71 / 611 / 0.0511
Sequential cell: 272 / 8010 / 0.670
Multi-Input combinational cell: 297 / 2090 / 0.175
Tap cell: 330 / 413 / 0.0345
==> report_power, final <==
part	switching, mW	internal [mW]	leakage [nW]
combinational	0.185	0.121	1.02
clock	0.809	1.09	0.394
sequential	0.0152	2.66	2.45
total	1.01	3.87	3.86
==> through the flow <==
step	hold WS (ns)	total power [mW]	instances	area, sq um	util
final	0.470	4.88	1027	12000	0.471
after global routing	0.492	5.03	1027	12000	0.471
after CTS	0.476	4.91	1027	12000	0.471
after detailed placement	0.455	3.03	979	11200	0.439
after global placement	0.456	3.02	979	11200	0.439
after floorplan	0.439	2.89	632	10400	-
==> routing by layer <==
metal,vias up,global-route usage
met5,-,0.0208
met4,0,0.0459
met3,49,0.138
met2,388,0.288
met1,2907,0.285
li1,2642,-
Power is estimated from default activity; no workload was simulated.
